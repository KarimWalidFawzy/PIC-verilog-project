**flow/config.mk**
```make
export PLATFORM = sky130hd
export DESIGN_NAME = Cascade_cmpr
export DESIGN_NICKNAME = Cascade_cmpr
export VERILOG_FILES = /design/flow/design.v
export SDC_FILE = /design/flow/constraint.sdc
export NUM_CORES = 4
export LEC_CHECK = 1
export CORE_AREA = 10 10 70 70
export DIE_AREA = 0 0 80 80
```
**flow/constraint.sdc**
```tcl
current_design Cascade_cmpr

set clk_period 1.0
set clk_io_pct 0.2

create_clock -name clk0 -period $clk_period

set non_clock_inputs [all_inputs -no_clocks]
set_input_delay [expr $clk_period * $clk_io_pct] -clock clk0 $non_clock_inputs
set_output_delay [expr $clk_period * $clk_io_pct] -clock clk0 [all_outputs]
```
**flow/run.sh**
```bash
#!/bin/bash
# OpenROAD 26Q1-2900-gdf79404cd8, Yosys 0.63+post, stock flow scripts
make -C /OpenROAD-flow-scripts/flow DESIGN_CONFIG=/design/flow/config.mk WORK_HOME=/design/flow/orfs finish
```
**flow/design.v**
```verilog
module Cascade_cmpr(
    inout [2:0] CAS,
    input SPENn,
    output reg CLsig,
    input [2:0] Y,
    input buff,
    output reg S
);
    reg M;
    reg [2:0] X;
    reg [2:0] internal_CAS;  
    assign CAS = internal_CAS;  
    always @(*) begin
        if (~buff) begin
            if (SPENn)
                M = 1;
            else
                M = 0;
        end
        if (M  ) begin
            X = Y;
            internal_CAS = X;  
        end
        else begin
            if (internal_CAS == Y) begin  
                CLsig = 1;  
            end
            else
                CLsig = 0;
        end
        S = ~M;
    end
endmodule
```
==> out/results.env <==
YOSYS_CELLS=11
GP_CONGESTION=0.602
DIE.SIZE.X_UM=80
COUNT_OF_UNCLOCKED_REGISTER_OR_LATCH_PINS=5
HALTSTAGE='clock tree synthesis (4_1_cts)'
SYNTHDOMINANTCELLAREASHARE_PCT=36.0
SYNTHESIS.YOSYS.WARNINGS=2
SYNTH-MAIN-FF-CELL='dlxtp_1'
NUM_IO_PINS=10
YS_TOP_CELLS_BY_COUNT='dlxtp_1, xor2_1, dlxtn_1'
POSTSYNTHREGISTERBITS=5
AREA_LEADERS='dlxtp_1, dlxtn_1, xor2_1'
FLOORPLAN.DIE.HEIGHT_UM=80
PLACE.PORT_BUFFERS=7
ENABLE_FLOP_CELLS=0
CORE_ROWS=21
SYN_AREA_SQ_UM=125
ASYNCSETRESETFLOPFRACSYNTH_PCT=0
RUN_STATUS='did not finish'
DP_HPWL_UM=390
SYNTH_CELL_TYPE_COUNT=6
CTSRESIZECOUNT=5
STARTING_DENSITY_OF_THE_CORE_PCT=3.66
UNTIMED_ENDPOINTS=9
RUN.STOP_ERROR='[error] [KeplerFormal.cpp:679] Workflow failed: Iso has multiple drivers: .CAS2, CAS[2]$_DLATCH_P_.Q0'
SYN-INSTANCE-COUNT=11
POST_SYNTH.CELL_AREA_AVG_SQ_UM=11.4
YOSYS_TOP_CELL_BY_AREA='dlxtp_1'
POST-CTS-SETUP-BUFFERS=1
YOSYS-STAT-AREA_SQ_UM=125
HOLD_BUFFERS=0
==> logic make-up after synthesis <==
family,share of synthesized area [%]
latches,60.0
buffers and inverters,3.00
multiplexers,8.00
AND/OR/NAND/NOR,8.00
XOR/XNOR,21.0
==> metrics by stage <==
step / setup slack [ns] / instance area [sq um] / setup TNS (ns) / power (mW) / instances
floorplan: 0.455 / 125 / 0 / 0.0315 / 11
global placement: -0.606 / 253 / -0.606 / 0.0645 / 64
detailed placement: -0.632 / 253 / -0.632 / 0.0662 / 64
Power and IR drop assume default switching activity.
