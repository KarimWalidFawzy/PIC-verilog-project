<file path="design.v">
module encoder(
    input [0:7] i,
    output [0:2] y);
    reg [0:2] out;
    always@(*)begin 
    if(i[7]==1) out=3'b111;
        else if(i[6]==1) out=3'b110;
        else if(i[5]==1) out=3'b101;
        else if(i[4]==1) out=3'b100;
        else if(i[3]==1) out=3'b011;
        else if(i[2]==1) out=3'b010;
        else if(i[1]==1) out=3'b001;
        else
        out=3'b000;
    end
assign y=out;
endmodule
</file>
<file path="run.sh">
#!/bin/bash
# OpenROAD 26Q1-2900-gdf79404cd8, Yosys 0.63+post, stock flow scripts
make -C /OpenROAD-flow-scripts/flow DESIGN_CONFIG=/design/flow/config.mk WORK_HOME=/design/flow/orfs finish
</file>
<file path="config.mk">
export PLATFORM = sky130hd
export DESIGN_NAME = encoder
export DESIGN_NICKNAME = encoder
export VERILOG_FILES = /design/flow/design.v
export SDC_FILE = /design/flow/constraint.sdc
export NUM_CORES = 4
export LEC_CHECK = 1
export CORE_AREA = 10 10 70 70
export DIE_AREA = 0 0 80 80
</file>
<file path="constraint.sdc">
current_design encoder

set clk_period 1.2
set clk_io_pct 0.2

create_clock -name clk0 -period $clk_period

set non_clock_inputs [all_inputs -no_clocks]
set_input_delay [expr $clk_period * $clk_io_pct] -clock clk0 $non_clock_inputs
set_output_delay [expr $clk_period * $clk_io_pct] -clock clk0 [all_outputs]
</file>
==> reports/results.txt <==
Outcome: finished, final reports clean
CP startpoint kind: input pin
Worst Setup Path Type: in2out
Setup crit start: i[2]
Leak: 0.0708 nW
Worst path bufs/invs: 3
Max VDD drop: 0.0176 mV
Total negative slack: 0 ns
Layout cells sized above 1: 0.250
Cell Count Post-Placement: 66
Iteration tally of the first detailed-router pass: 1
Crit path max fanout: 2
Fin crit period: 1.14 ns
Count of different cell masters after synthesis: 7
Reg area: 0 µm²
F_max: 877 MHz
Initial antenna violation count: 0
Pre-CTS WS: -0.487 ns
Max stage delay on crit path: 0.24 ns
Synth Seq Share: 0
WP data arrival: 0.90 ns
Yosys Warn Count: 1
Die Area: 0.00640 mm²
Final-report max-slew violation count: 0
Most numerous logic cell after layout: clkdlybuf4s15_1
Cell Area, Placed: 203 µm²
GRT Overall Usage: 0.00924
RSZ-0062 raised after global routing: true
Power density cells: 182 mW/mm²
RePlAce Congestion: 0.808
Post-CTS Hold Buffers: 0
Worst slew margin: 0.886
Post-route ant nets: 0
Final setup viols: 0
Mean post-synth cell area: 4.50 µm²
Top sig layer: met3
Iter 0 DRT Violations: 0
Chip area in the Yosys report: 45.0 µm²
Slowest cell on crit path: dlygate4sd2_1
Tool warnings: 35
Antenna fix cells: 0
CP delay by family, top: buffers and inverters
WL final: 294 µm
Vias: 103
Critical path capture point type: output pin
Overflow after GRT: 0
Wire length on met3: 84 µm
Max-area cell share: 0.222
Number of max-cap violations: 0
Placement Rows: 21
Final period util: 0.951
Synth area leader: a21oi_1
Post-route insts no fill: 66
Die width: 80 µm
Post-Syn Area: 45.0 µm²
Avg WL per Cell: 4.45 µm
Top area cell types: a21oi_1, nand2_1, nor2_1
Worst-Margin Slew: 0.170 ns
Final hold vios: 0
Seq cells: 0
Met2 WL: 47 µm
Hold_sp: i[4]
Worst Setup Slack, final: 0.0591 ns
Global-route wire length before repair: 503 µm
Design area: 200 µm²
Drt via density: 1.56
Core utilization at floorplan: 0.0132
Floorplan core area: 0.00342 mm²
Yosys Instances: 10
Port bufs: 10
Clk_buf instances: 0
DRC viols: 0
Cell Chain, Critical Path: dlygate4sd2_1 -> clkinv_1 -> a21oi_2 -> o31ai_1 -> buf_2
Vias in the first global route: 105
# IOs: 11
Most frequent logic cells in the routed design: clkdlybuf4s15_1, dlygate4sd2_1, nor2_2, nand2_1
Post-Synthesis Cells: 10
Die Ht: 80 µm
Crit path required time: 0.96 ns
Fill cells: 413
Syn-to-layout area delta: 344%
Worst min path class: in2out
Met1 Routed Length: 162 µm
Largest net degree at the start of global routing: 4
-- logic make-up (layout without fill, tap and decap cells) --
family,after synthesis,after routing,share of synthesized area
compound gates,4,4,0.500
buf+inv,2,12,0.167
simple gates,4,4,0.333
-- area by class of cell --
cell class | instances | area, µm² | area share
inverter | 2 | 7.51 | 0.0375
timing repair buffer | 10 | 88.8 | 0.444
tap | 46 | 57.6 | 0.288
multi-input combinational | 8 | 46.3 | 0.231
-- routing by layer --
| layer | track usage | vias to the layer above |
|---|---|---|
| li1 | - | 55 |
| met1 | 0.0132 | 38 |
| met2 | 0.0112 | 10 |
| met3 | 0.00682 | 0 |
| met4 | 0 | 0 |
| met5 | 0 | - |
-- synth_stat cells --
cell,instances
a21oi_1,2
nand2_1,2
nor2_1,2
clkinv_1,1
inv_1,1
o21ai_0,1
o31ai_1,1
-- report_power, final --
part	total [mW]	internal [mW]	switching, mW
Clock	0	0	0
Sequential	0	0	0
Combinational	0.0364	0.0227	0.0137
-- tightest hold or removal path, stage by stage --
cell and delay [ns]:
clkbuf_2 0.10, o31ai_1 0.07, buf_2 0.11
-- metrics by stage --
step	utilization	hold WS, ns	power, mW
floorplan	-	0.514	0.00748
global placement	0.0593	1.45	0.0434
detailed placement	0.0593	1.44	0.0436
CTS	0.0553	0.865	0.0332
global route	0.0586	0.792	0.0421
finish	0.0586	0.751	0.0364
-- worst paths after layout --
| path | endpoint | slack, ns | cells past startpoint |
|---|---|---|---|
| max | y[2] | 0.06 | 5 |
| min | y[2] | 0.75 | 3 |
-- repair_timing --
action	CTS	global route
endpoints found under the setup margin	3	3
gates resized	13	9
pin swaps	1	6
buffers inserted	1	0
Power figures rest on the tool's default switching activity, not on a simulated workload.
